<file path="flow/config.mk">
export PLATFORM = sky130hd
export DESIGN_NAME = CPU
export DESIGN_NICKNAME = CPU
export VERILOG_FILES = /design/flow/design.v
export SDC_FILE = /design/flow/constraint.sdc
export NUM_CORES = 4
export LEC_CHECK = 1
export CORE_UTILIZATION = 50
</file>
<file path="flow/constraint.sdc">
current_design CPU

set clk_period 20.4
set clk_io_pct 0.2

create_clock -name clk0 -period $clk_period [get_ports {clk}]

set non_clock_inputs [all_inputs -no_clocks]
set_input_delay [expr $clk_period * $clk_io_pct] -clock clk0 $non_clock_inputs
set_output_delay [expr $clk_period * $clk_io_pct] -clock clk0 [all_outputs]
</file>
<file path="flow/design.v">
module CPU(
    clk,
    rst_n,
    data_read,
    instruction,
    data_wen,
    data_addr,
    inst_addr,
    data_write
    );
	input clk;
	input rst_n;
	input [31:0] instruction;
	input [31:0] data_read;
	output data_wen;
	output [31:0] data_addr;
	output [31:0] inst_addr;
	output [31:0] data_write;
    reg [31:0] reg_file [0:31];
    reg [31:0] inst_reg, read_data_1, read_data_2, ALU_result, write_data_reg, read_data_reg, bypass_reg;
    reg [4:0] pc_temp, read_reg_1, read_reg_2, reg_rt, reg_rd, ex_mem, mem_wb, pc;
    reg [31:0] reg_funct;
    reg id_ex_MemtoReg, id_ex_RegWrite, id_ex_MemWrite, id_ex_ALUSrc, id_ex_RegDst, id_ex_MemRead, id_ex_jump;
    reg [1:0] id_ex_ALUOp;
    reg ex_mem_MemtoReg, ex_mem_RegWrite, ex_mem_MemWrite, ex_mem_MemRead, ex_mem_jump;
    reg mem_wb_MemtoReg, mem_wb_RegWrite;
    reg flag;
    wire [5:0] opcode;
    wire [4:0] rs, rt, rd;
    wire [4:0] c;
    wire b, j;
    wire [15:0] addr;
    wire [25:0] jump_addr;
    wire [31:0] reg1, reg2, a, d, reg1_fw, reg2_fw;
    wire signed [31:0] alu1, alu2, alu2_0, main_alu;
    wire [1:0] fw_a, fw_b;
    wire alu_crtl, HC_mux, beq;
    wire ALUSrc, RegDst, MemtoReg, RegWrite, MemRead;
    wire [1:0] ALUOp;
    wire ex_MemRead, ex_MemtoReg, ex_MemWrite, ex_RegWrite;
    assign opcode = inst_reg[31:26];
    assign rs = inst_reg[25:21];
    assign rt = inst_reg[20:16];
    assign rd = inst_reg[15:11];
    assign addr = inst_reg[15:0];
    assign jump_addr = inst_reg[25:0];
    assign reg1 = reg_file[rs];
    assign reg2 = reg_file[rt];
    assign reg1_fw = read_data_1;
    assign reg2_fw = read_data_2;
    assign ALUSrc = id_ex_ALUSrc;
    assign ALUOp = id_ex_ALUOp;
    assign RegDst = id_ex_RegDst;
    assign data_wen = ex_mem_MemWrite;
    assign MemRead = ex_mem_MemRead;
    assign MemtoReg = mem_wb_MemtoReg;
    assign RegWrite = mem_wb_RegWrite;
    always @(posedge clk or negedge rst_n) begin     
        if(!rst_n) begin
            inst_reg <= 0;
        end else if (HC_mux == 1) begin
            inst_reg <= inst_reg;
        end else if (beq || j) begin
            inst_reg <= 0;
        end else begin
            inst_reg <= instruction;
        end
    end
    always @(posedge clk or negedge rst_n) begin     
        if(!rst_n) begin
            read_data_1 <= 0;
            read_data_2 <= 0;
        end else begin
            read_data_1 <= reg1;
            read_data_2 <= reg2;
        end
    end
    always @(posedge clk or negedge rst_n) begin  
        if(!rst_n) begin
            read_reg_1 <= 0;
            read_reg_2 <= 0;
            reg_rt <= 0;
            reg_rd <= 0;
        end else begin
            read_reg_1 <= rs;
            read_reg_2 <= rt;
            reg_rt <= rt;
            reg_rd <= rd;
        end
    end
    always @(posedge clk or negedge rst_n) begin
        if(!rst_n) begin
            reg_funct <= 0;
        end else begin
            reg_funct <= {{16{addr[15]}}, addr};
        end
    end
    assign alu1 = (fw_a == 2'b00) ? reg1_fw :                
                  (fw_a == 2'b01) ? d :
                  (fw_a == 2'b10) ? a : 
                  reg1_fw;  
    assign alu2_0 = (fw_b == 2'b00) ? reg2_fw :              
                    (fw_b == 2'b01) ? d :
                    (fw_b == 2'b10) ? a :
                    reg2_fw;  
    assign alu2 = (ALUSrc) ? reg_funct : alu2_0;     
    always @(posedge clk or negedge rst_n) begin
        if(!rst_n) begin
            ex_mem <= 0;
        end else begin
            ex_mem <= (RegDst) ? reg_rd : reg_rt;
        end
    end
    assign alu_crtl = (ALUOp == 2'b00) ? 1'b0 :
                      (ALUOp == 2'b10 && reg_funct[5:0] == 6'b101010) ? 1'b1 :
                      1'b0;  
    assign main_alu = (alu_crtl == 1'b0) ? $signed(alu1) + $signed(alu2) :     
                      ($signed(alu1) < $signed(alu2)) ? 1 : 0;                   
    always @(posedge clk or negedge rst_n) begin         
        if(!rst_n) begin
            ALU_result <= 0;
        end else begin
            ALU_result <= main_alu;
        end
    end
    always @(posedge clk or negedge rst_n) begin         
        if(!rst_n) begin
            write_data_reg <= 0;
        end else begin
            write_data_reg <= alu2_0;
        end
    end
    assign data_addr = ALU_result;
    assign data_write = write_data_reg;
    assign a = ALU_result;
    always @(posedge clk or negedge rst_n) begin         
        if(!rst_n) begin
            read_data_reg <= 0;
        end else begin
            read_data_reg <= data_read;
        end
    end
    always @(posedge clk or negedge rst_n) begin         
        if(!rst_n) begin
            bypass_reg <= 0;
        end else begin
            bypass_reg <= a;
        end
    end
    always @(posedge clk or negedge rst_n) begin
        if (!rst_n) begin
            mem_wb <= 0;
        end else begin
            mem_wb <= (!rst_n) ? 0 : ex_mem;
        end
    end
    assign d = (MemtoReg) ? read_data_reg : bypass_reg;
    integer i;
    always @(negedge clk or negedge rst_n) begin                          
        if(!rst_n) begin
            for (i = 0; i < 32; i = i + 1) begin
                reg_file[i] <= 32'd0;
            end
        end else if (RegWrite == 1) begin
            reg_file[c] <= d;
        end
    end
    always @(posedge clk or negedge rst_n) begin
        if (!rst_n) begin
            id_ex_MemtoReg <= 0;
            id_ex_RegWrite <= 0;
            id_ex_MemWrite <= 0;
            id_ex_ALUSrc <= 0;
            id_ex_ALUOp <= 0;
            id_ex_RegDst <= 0;
            id_ex_MemRead <= 0;
        end else if (HC_mux == 1) begin
            id_ex_MemtoReg <= 0;
            id_ex_RegWrite <= 0;
            id_ex_MemWrite <= 0;
            id_ex_ALUSrc <= 0;
            id_ex_ALUOp <= 0;
            id_ex_RegDst <= 0;
            id_ex_MemRead <= 0;
        end else begin
            case (opcode)
                6'd0: begin                      
                    id_ex_RegDst <= 1;
                    id_ex_ALUOp <= 2'b10;
                    id_ex_ALUSrc <= 0;
                    id_ex_MemWrite <= 0;
                    id_ex_RegWrite <= 1;
                    id_ex_MemtoReg <= 0;
                    id_ex_MemRead <= 0;
                    id_ex_jump <= 0;
                end
                6'd8: begin                      
                    id_ex_RegDst <= 0;
                    id_ex_ALUOp <= 2'b00;
                    id_ex_ALUSrc <= 1;
                    id_ex_MemWrite <= 0;
                    id_ex_RegWrite <= 1;
                    id_ex_MemtoReg <= 0;
                    id_ex_MemRead <= 0;
                    id_ex_jump <= 0;
                end
                6'd0: begin                      
                    id_ex_RegDst <= 1;
                    id_ex_ALUOp <= 2'b10;
                    id_ex_ALUSrc <= 0;
                    id_ex_MemWrite <= 0;
                    id_ex_RegWrite <= 1;
                    id_ex_MemtoReg <= 0;
                    id_ex_MemRead <= 0;
                    id_ex_jump <= 0;
                end
                6'd4: begin                      
                    id_ex_RegDst <= 1'bx;
                    id_ex_ALUOp <= 2'b01;
                    id_ex_ALUSrc <= 0;
                    id_ex_MemWrite <= 0;
                    id_ex_RegWrite <= 0;
                    id_ex_MemtoReg <= 1'bx;
                    id_ex_MemRead <= 0;
                    id_ex_jump <= 0;
                end
                6'd35: begin                         
                    id_ex_RegDst <= 0;
                    id_ex_ALUOp <= 2'b00;
                    id_ex_ALUSrc <= 1;
                    id_ex_MemWrite <= 0;
                    id_ex_RegWrite <= 1;
                    id_ex_MemtoReg <= 1;
                    id_ex_MemRead <= 1;
                    id_ex_jump <= 0;
                end
                6'd43: begin                         
                    id_ex_RegDst <= 1'bx;
                    id_ex_ALUOp <= 2'b00;
                    id_ex_ALUSrc <= 1;
                    id_ex_MemWrite <= 1;
                    id_ex_RegWrite <= 0;
                    id_ex_MemtoReg <= 1'bx;
                    id_ex_MemRead <= 0;
                    id_ex_jump <= 0;
                end
                6'd2: begin                          
                    id_ex_RegDst <= 1'bx;
                    id_ex_ALUOp <= 2'bxx;
                    id_ex_ALUSrc <= 1'bx;
                    id_ex_MemWrite <= 0;
                    id_ex_RegWrite <= 0;
                    id_ex_MemtoReg <= 1'bx;
                    id_ex_MemRead <= 0;
                    id_ex_jump <= 1;
                end
                default: begin
                    id_ex_RegDst <= 0;
                    id_ex_ALUOp <= 0;
                    id_ex_ALUSrc <= 0;
                    id_ex_MemWrite <= 0;
                    id_ex_RegWrite <= 0;
                    id_ex_MemtoReg <= 0;
                    id_ex_MemRead <= 0;
                    id_ex_jump <= 0;
                end
            endcase
        end
    end
    always @(posedge clk or negedge rst_n) begin                                
        if (!rst_n) begin
            ex_mem_MemWrite <= 0;
        end else begin
            ex_mem_MemWrite <= id_ex_MemWrite;
        end
    end
    always @(posedge clk or negedge rst_n) begin                     
        if (!rst_n) begin
            ex_mem_MemtoReg <= 0;
        end else begin
            ex_mem_MemtoReg <= id_ex_MemtoReg;
        end
    end
    always @(posedge clk or negedge rst_n) begin                                
        if (!rst_n) begin
            ex_mem_RegWrite <= 0;
        end else begin
            ex_mem_RegWrite <= id_ex_RegWrite;
        end
    end
    always @(posedge clk or negedge rst_n) begin                                
        if (!rst_n) begin
            ex_mem_jump <= 0;
        end else begin
            ex_mem_jump <= id_ex_jump;
        end
    end
    always @(posedge clk or negedge rst_n) begin                                
        if (!rst_n) begin
            mem_wb_MemtoReg <= 0;
        end else begin
            mem_wb_MemtoReg <= ex_mem_MemtoReg;
        end
    end
    always @(posedge clk or negedge rst_n) begin                                
        if (!rst_n) begin
            mem_wb_RegWrite <= 0;
        end else begin
            mem_wb_RegWrite <= ex_mem_RegWrite;
        end
    end
    assign b = ex_mem_RegWrite;
    assign c = mem_wb;
    assign fw_a = (b && (ex_mem != 0) && (ex_mem == read_reg_1)) ? 2'b10 :
                  (mem_wb_RegWrite && (c != 0) && ~(b && (ex_mem != 0) && (ex_mem == read_reg_1)) && (c == read_reg_1)) ? 2'b01 :
                  2'b00;
    assign fw_b = (b && (ex_mem != 0) && (ex_mem == read_reg_2)) ? 2'b10 :
                  (mem_wb_RegWrite && (c != 0) && ~(b && (ex_mem != 0) && (ex_mem == read_reg_2)) && (c == read_reg_2)) ? 2'b01 :
                  2'b00;
    assign ex_MemRead = id_ex_MemRead;
    assign ex_MemtoReg = id_ex_MemtoReg;
    assign ex_MemWrite = id_ex_MemWrite;
    assign ex_RegWrite = id_ex_RegWrite;
    assign HC_mux = (id_ex_MemRead && (reg_rt == rs || reg_rt == rt)) ? 1 : 
                    (opcode == 6'd4 && id_ex_RegWrite) ? 1 :
                    (opcode == 6'd2 && (ex_MemRead || ex_MemtoReg || ex_MemWrite || ex_RegWrite || ALUOp[0]) == 1) ? 1 :                   
                    0;     
    always @(posedge clk or negedge rst_n) begin             
        if (!rst_n) begin                                              
            pc <= 0;
        end else if (flag == 1) begin
            pc <= 0;
        end else begin
            if (HC_mux == 1) begin                                                       
                pc <= pc;
            end else if (beq == 1) begin                                                 
                pc <= $signed(pc) + $signed(addr);
            end else if (j == 1) begin                                                  
                pc <= $signed(jump_addr);
            end else begin
                pc <= $signed(pc_temp);
            end
        end
    end
    always @(posedge clk or negedge rst_n) begin     
        if (~rst_n) begin
            flag <= 1;
        end else begin
            flag <= 0;
        end
    end
    assign inst_addr = pc;
    always @(*) begin
        pc_temp = $signed(pc) + 1;    
    end
    assign beq = ((HC_mux == 0) && (opcode == 6'd4) && ((ex_mem == rs && reg_file[rt] == ALU_result) || ex_mem == rt && reg_file[rs] == ALU_result)) ? 1 : 0;   
    assign j = ((opcode == 6'd2) && (HC_mux == 0)) ? 1 : 0;      
endmodule
</file>
<file path="flow/run.sh">
#!/bin/bash
# OpenROAD 26Q1-2900-gdf79404cd8, Yosys 0.63+post, stock flow scripts
make -C /OpenROAD-flow-scripts/flow DESIGN_CONFIG=/design/flow/config.mk WORK_HOME=/design/flow/orfs finish
</file>
==> notes.md <==
Implementation results.

The share of total power in sequential cells is 0.443. The type of the worst setup path is in2async. The final tally of max-slew violations is 3. The sequential area share after synthesis is 0.4963. The cell at the root of the clock tree is sky130_fd_sc_hd__clkbuf_16. Averaged over all synthesized cells, the footprint is 8.974 um^2. The end point of the worst hold path is mem_wb_MemtoReg. The internal portion of total power is 4.536 mW. The max-capacitance violation count is 1.

Nets still carrying antenna violations after routing amount to 1. Detailed placement finished with a half-perimeter wire length of 227,600 um. The H-tree was split into 4 levels. The slew at the pin closest to its max-slew limit is 1521 ps. The via count normalized by instance count is 7.264. The analysis reports a worst IR drop on VDD of 0.07817 mV. The reg-to-reg critical path startpoint is reg_file[2][18]. The final-report setup violation count is 0.

The final reports fail on antenna violations, max-capacitance violations, max-slew violations. STA classifies the critical path startpoint as an input port. Setup repair after global routing left no endpoint under its margin.

After floorplanning, the core was sized to cover 0.1298 mm^2. The iteration count recorded for the first detailed-route pass is 12. Looking at the reg2reg group, the worst path ends at pc[1]. The cell count of the worst hold path is 0.

Entering global routing, the biggest net connects 129 pins. The report lists the cells along the critical path as buf_16, buf_4, buf_4, buf_4. The most numerous cell type found on the critical path is sky130_fd_sc_hd__buf_4. The synthesized instance count is 7,315. The critical path starts at rst_n. The path type of the worst min-delay path is reg2reg. For the worst setup path, the data required time is 11,150 ps. After floorplanning, the core was divided into 132 placement rows. sky130_fd_sc_hd__dfrtn_1 takes more of the synthesized area than any other cell. Of the total power, combinational logic draws 0.111. Endpoints failing hold in the final report were tallied at 0. The fraction of the core area occupied by cells at floorplan is 0.5057. The last weighted congestion value of the routability-driven placer is 1.136.

The leakage power total is 34.35 nW. The source-to-sink clock delay at the later pin of the worst-skew pair is 810 ps. The port buffer count is 135. The switching component of the power was reported as 1.774 mW. The chip area is 0.1327 mm^2. Dividing total power by cell area gives a power density of 83.79 mW/mm^2. Post-CTS repair ended up resizing 0 cells. The chip area estimate from yosys synthesis is 0.06565 mm^2. The switching power as a share of total power is 0.2811. The part of the total power dissipated in the clock network is 0.446. The tool warning count for the run is 85. The count of hold buffers inserted by post-cts repair is 0.

Per the synthesis report, the number of distinct cell types is 91. The first-pass GRT wire length is 493,500 um. STA classifies the critical path endpoint as an asynchronous set/reset pin. For this run, the leading register cell type out of synthesis is sky130_fd_sc_hd__dfrtn_1. 163 I/O pins were placed. The area fraction of the largest cell type after synthesis is 0.3903. The number of post-CTS setup repair buffers is 0. Per the CTS log, the buffer count on the longest clock path is 3. Looking at the critical path, the highest net fanout was 90.

The layout-stage area growth over the synthesis result is 14.71%. The completed layout was analyzed and its total power is 6.309 mW. Among all stages on the critical path, the largest delay is contributed by sky130_fd_sc_hd__buf_4. The synthesis report lists the most area-consuming cells as sky130_fd_sc_hd__dfrtn_1 39%, sky130_fd_sc_hd__dfrtp_1 11%, sky130_fd_sc_hd__a21oi_1 5.5%. Before any placement, the netlist area is recorded as 0.06565 mm^2. The data arrival time reported for the critical path is 6280 ps.

The relative max-transition margin is -0.02205. The total clock sinks is 1,302. The overall via count from detail_route is 66,870. TritonCTS built the clock tree.

Counting the warning lines in the Yosys log gives 2. In the global route stage, overall resource usage came out at 0.5710. The number of buffers inserted during clock tree synthesis is 148.

Counting flops per register, the top entry is reg_file. The launch point of the worst min-delay path is recorded as ex_mem_MemtoReg. The fraction of final layout cells sized beyond drive strength 1 is 0.1063. The post-detailed-route DRC marker count is 0. For this design, Yosys synthesis ends with a cell count of 7,315. The number of global-route vias before repair is 62,730. In this run the vertical extent of the chip is 364.3 um. After detailed routing, the average wire length per cell comes to 39.09 um.

The horizontal die dimension reported for this design is 364.3 um. The detailed router finished its first iteration with 8,628 violations. On the worst path, the slowest cell contributes a delay of 610 ps. The sum of overflow across all layers after global routing is 0. The number of flip-flops under the largest register name is 1,024.

On the worst setup and hold paths after CTS, the clock-pin slew comes to 60 ps. The worst clock skew is 99.46 ps. Setup total negative slack on the finished layout was measured at 0 ps. The initial antenna violation count is 53. In this run the register-to-register setup slack is 5690 ps. The post-synthesis register bit count is 1,302.

Wires add up to 359,800 um. The flow ran to the end, but the final reports show violations. The cell count of the worst reg-to-reg path is 11. The async set-or-reset flop fraction in the synthesized netlist is 1.000. The post-synth count of flops with an enable pin is 0.
==> power groups by stage <==
stage	registers (mW)	logic, mW	clock network, mW
after CTS	2.79	0.652	2.81
after global routing	2.81	0.706	2.92
final	2.80	0.698	2.81
==> cell families after synthesis <==
| logic type | share of synthesized area |
|---|---|
| XOR/XNOR | 0.01374 |
| buffers and inverters | 0.04763 |
| multiplexers | 0.01311 |
| adder cells (fa/ha/maj) | 0.01357 |
| other | 0.00005712 |
| AND/OR/NAND/NOR | 0.2054 |
| AND-OR/OR-AND | 0.2102 |
| flip-flops | 0.4963 |
==> cell usage after synthesis (16+ instances only) <==
cell type,count
sky130_fd_sc_hd__a221oi_1,74
sky130_fd_sc_hd__or3_1,30
sky130_fd_sc_hd__xnor2_1,76
sky130_fd_sc_hd__a2111oi_0,136
sky130_fd_sc_hd__inv_1,91
sky130_fd_sc_hd__a22oi_1,376
sky130_fd_sc_hd__mux2i_1,68
sky130_fd_sc_hd__ha_1,68
sky130_fd_sc_hd__nand2_1,632
sky130_fd_sc_hd__dfrtp_1,277
sky130_fd_sc_hd__buf_1,33
sky130_fd_sc_hd__or2_2,16
sky130_fd_sc_hd__nand3b_1,33
sky130_fd_sc_hd__or4_1,17
sky130_fd_sc_hd__dfrtn_1,1024
sky130_fd_sc_hd__nor4_1,44
sky130_fd_sc_hd__mux2_2,16
sky130_fd_sc_hd__nor2_1,890
sky130_fd_sc_hd__o22a_1,20
sky130_fd_sc_hd__and4_1,21
sky130_fd_sc_hd__nand3_1,240
sky130_fd_sc_hd__o21a_1,19
sky130_fd_sc_hd__buf_2,60
sky130_fd_sc_hd__buf_4,29
sky130_fd_sc_hd__nor2b_1,32
sky130_fd_sc_hd__nor3_1,73
sky130_fd_sc_hd__a31oi_1,16
sky130_fd_sc_hd__nand4_1,178
sky130_fd_sc_hd__a22o_1,84
sky130_fd_sc_hd__and3_1,452
sky130_fd_sc_hd__o22ai_1,19
sky130_fd_sc_hd__o21ai_0,584
sky130_fd_sc_hd__nand2b_1,25
sky130_fd_sc_hd__a21oi_1,723
sky130_fd_sc_hd__xor2_1,27
sky130_fd_sc_hd__clkbuf_1,565
==> worst max-delay path by stage <==
stage | to | slack (ps) | cells after the start
finish | reg_file[27][26] | 4860 | 4
global route | reg_file[15][1] | 4630 | 4
CTS | reg_file[25][26] | 4850 | 4
==> stage by stage <==
step	instances	hold WS, ps	worst slack (ps)	utilization	cell area, um^2
3_5_place_dp	8854	339.6	4103	0.5395	70030
3_3_place_gp	8854	339.0	4131	0.5395	70030
6_report	9205	350.3	4864	0.5801	75300
5_1_grt	9140	354.4	4625	0.5788	75140
2_1_floorplan	7342	331.2	6424	-	65750
4_1_cts	9118	351.8	4847	0.5784	75080
==> layer usage <==
layer	routed length, um	track usage	share of wire	vias up
met1	117300	0.6632	0.33	31810
met3	64810	0.4108	0.18	2228
met4	37530	0.4300	0.10	81
li1	-	-	-	26490
met2	136500	0.7023	0.38	6258
met5	3603	0.2273	0.010	-
==> cells in the final DEF, fill, tap and decap left out, drive strengths merged, types with 138 or more instances in the layout <==
master,netlist,final
dfrtn,1024,1024
nor2,892,892
a21oi,723,723
nand2,632,632
o21ai,584,584
and3,453,453
a22oi,376,376
buf,124,325
dfrtp,277,277
nand3,241,241
clkbuf,565,214
nand4,178,178
a2111oi,138,138
==> layout make-up <==
type / count / area, um^2
tap: 1742 / 2180
inverter: 91 / 341.6
fill: 11290 / 54510
timing repair buffer: 459 / 3876
sequential: 1302 / 32600
clock inverter: 50 / 695.7
clock buffer: 214 / 4359
multi-input combinational: 5260 / 31030
antenna: 87 / 217.7
==> critical path: cells and delay by family <==
family	cells	cell delay, ps
buffers and inverters	4	2010
Power and IR drop assume default switching activity.

==> ./run.sh <==
#!/bin/bash
# OpenROAD 26Q1-2900-gdf79404cd8, Yosys 0.63+post, stock flow scripts
make -C /OpenROAD-flow-scripts/flow DESIGN_CONFIG=/design/flow/config.mk WORK_HOME=/design/flow/orfs finish
==> ./config.mk <==
export PLATFORM = sky130hd
export DESIGN_NAME = huffman
export DESIGN_NICKNAME = huffman
export VERILOG_FILES = /design/flow/design.v
export SDC_FILE = /design/flow/constraint.sdc
export NUM_CORES = 4
export LEC_CHECK = 1
export CORE_UTILIZATION = 40
==> ./constraint.sdc <==
current_design huffman

set clk_period 7.0
set clk_io_pct 0.2

create_clock -name clk0 -period $clk_period [get_ports {clk}]

set non_clock_inputs [all_inputs -no_clocks]
set_input_delay [expr $clk_period * $clk_io_pct] -clock clk0 $non_clock_inputs
set_output_delay [expr $clk_period * $clk_io_pct] -clock clk0 [all_outputs]
==> ./design.v <==
`timescale 1ns/10ps
module huffman( 
    clk, 
    reset, 
    gray_valid, 
    gray_data, 
    CNT_valid, 
    CNT,
    code_valid, 
    HC, 
    M, 
    in_Aid_all, 
    in_CNT_all, 
    out_Aid_all, 
    out_CNT_all
);
input               clk;
input               reset;
input               gray_valid;
input       [7:0]   gray_data;
output reg          CNT_valid;
output reg  [47:0]  CNT;
output reg          code_valid;
output reg  [47:0]  HC;
output reg  [47:0]  M;
output reg [47:0]   in_Aid_all;
output reg [47:0]   in_CNT_all;
input      [47:0]   out_Aid_all;
input      [47:0]   out_CNT_all;
reg [7:0] in_Aid [5:0];
reg [7:0] in_CNT [5:0];
reg [7:0] out_Aid [5:0];
reg [7:0] out_CNT [5:0];
always @(*) begin
    in_Aid_all = {in_Aid[5], in_Aid[4], in_Aid[3], in_Aid[2], in_Aid[1], in_Aid[0]};
    in_CNT_all = {in_CNT[5], in_CNT[4], in_CNT[3], in_CNT[2], in_CNT[1], in_CNT[0]};
end
always @(*) begin
    {out_Aid[5], out_Aid[4], out_Aid[3], out_Aid[2], out_Aid[1], out_Aid[0]} = out_Aid_all;
    {out_CNT[5], out_CNT[4], out_CNT[3], out_CNT[2], out_CNT[1], out_CNT[0]} = out_CNT_all;
end
reg [7:0] cnt_100;
reg [1:0] current_state, next_state;
reg [2:0] work_cnt;
reg [7:0] in_CNT_temp [5:0];
reg [7:0] id [5:0];
reg [7:0] code [5:0];
reg [7:0] mask [5:0];
reg [7:0] ptr [5:0];
integer left, right;
localparam IDLE = 2'd0;
localparam READ = 2'd1;
localparam WORK = 2'd2;
localparam OUT  = 2'd3;
always @(posedge clk or posedge reset) begin
    if (reset) begin
        current_state <= IDLE;
    end else begin
        current_state <= next_state;
    end
end
always @(*) begin
    case(current_state)
        IDLE: begin
            if(gray_valid) begin
                next_state = READ;
            end else begin
                next_state = current_state;
            end
        end
        READ: begin
            if(cnt_100 == 8'd100) begin
                next_state = WORK;
            end else begin
                next_state = current_state;
            end 
        end 
        WORK: begin
            if(out_Aid[0] == 11) begin
                next_state = OUT;
            end else begin
                next_state = current_state;
            end
        end 
        OUT: begin
            if(current_state == OUT) begin
                next_state = IDLE;
            end else begin
                next_state = current_state;
            end 
        end 
    endcase
end
always @(posedge clk or posedge reset) begin
    if (reset) begin
        in_CNT_temp[0] <= 0; 
        in_CNT_temp[1] <= 0;
        in_CNT_temp[2] <= 0; 
        in_CNT_temp[3] <= 0;
        in_CNT_temp[4] <= 0; 
        in_CNT_temp[5] <= 0;
        cnt_100 <= 0;
    end else if (gray_valid) begin
        case(gray_data)
            1: begin
                in_CNT_temp[5] <= in_CNT_temp[5] + 1;
            end
            2: begin
                in_CNT_temp[4] <= in_CNT_temp[4] + 1;
            end
            3: begin
                in_CNT_temp[3] <= in_CNT_temp[3] + 1;
            end
            4: begin
                in_CNT_temp[2] <= in_CNT_temp[2] + 1;
            end
            5: begin
                in_CNT_temp[1] <= in_CNT_temp[1] + 1;
            end
            6: begin 
                in_CNT_temp[0] <= in_CNT_temp[0] + 1;
            end 
            default begin
                in_CNT_temp[0] <= in_CNT_temp[0];
            end 
        endcase 
        cnt_100 <= cnt_100 + 1;
    end else if (current_state == IDLE) begin
        in_CNT_temp[0] <= 0; 
        in_CNT_temp[1] <= 0;
        in_CNT_temp[2] <= 0; 
        in_CNT_temp[3] <= 0;
        in_CNT_temp[4] <= 0; 
        in_CNT_temp[5] <= 0;
        cnt_100 <= 0;
    end
end
always @(posedge clk or posedge reset) begin
    if(reset) begin 
        work_cnt <= 0;
        for(integer i = 5; i >= 0; i = i - 1) begin
            id[i] <= 6 - i;
            code[i] <= 0;
            mask[i] <= 0;
            ptr[i] <= 0;
        end
    end else if (current_state == IDLE) begin
        work_cnt <= 0;
        for(integer i = 5; i >= 0; i = i - 1) begin
            id[i] <= 6 - i;
            code[i] <= 0;
            mask[i] <= 0;
            ptr[i] <= 0;
        end
    end else if (next_state == WORK ) begin
        if (work_cnt == 0) begin
            in_Aid[5] <= 1;
            in_Aid[4] <= 2;
            in_Aid[3] <= 3;
            in_Aid[2] <= 4;
            in_Aid[1] <= 5;
            in_Aid[0] <= 6;
            in_CNT[5] <= in_CNT_temp[5];
            in_CNT[4] <= in_CNT_temp[4];
            in_CNT[3] <= in_CNT_temp[3];
            in_CNT[2] <= in_CNT_temp[2];
            in_CNT[1] <= in_CNT_temp[1];
            in_CNT[0] <= in_CNT_temp[0];
            work_cnt <= 1;
        end else if (work_cnt < 6) begin
            in_CNT[1] <= out_CNT[1] + out_CNT[0];
            in_CNT[0] <= 127;
            in_CNT[5] <= out_CNT[5]; in_CNT[4] <= out_CNT[4]; in_CNT[3] <= out_CNT[3]; in_CNT[2] <= out_CNT[2];
            in_Aid[1] <= 6 + work_cnt;
            in_Aid[0] <= 127;
            in_Aid[5] <= out_Aid[5]; in_Aid[4] <= out_Aid[4]; in_Aid[3] <= out_Aid[3]; in_Aid[2] <= out_Aid[2];
            for(integer i = 0; i < 6; i = i + 1) begin
                if (id[i] == out_Aid[1]) begin
                    id[i] <= 6 + work_cnt;
                    ptr[i] <= ptr[i] + 1;
                end else if (id[i] == out_Aid[0]) begin
                    id[i] <= 6 + work_cnt;
                    code[i] <= code[i] + 2 ** ptr[i];
                    ptr[i] <= ptr[i] + 1;
                end 
            end 
            work_cnt <= work_cnt + 1;
            if (work_cnt == 5) begin
                for(integer i = 0; i < 6; i = i + 1) begin
                    mask[i] <= 2 ** (ptr[i] + 1) - 1;
                end
            end
        end 
    end
end
always @(posedge clk or posedge reset) begin
    if(reset) begin
        CNT_valid <= 0;
        CNT <= 0;
        code_valid <= 0;
        HC <= 0;
        M <= 0;
    end else if (current_state == OUT) begin
        CNT_valid <= 1;
        CNT <= {in_CNT_temp[5], in_CNT_temp[4], in_CNT_temp[3], in_CNT_temp[2], in_CNT_temp[1], in_CNT_temp[0]};
        code_valid <= 1;
        HC <= {code[5], code[4], code[3], code[2], code[1], code[0]};
        M <= {mask[5], mask[4], mask[3], mask[2], mask[1], mask[0]};
    end else begin
        CNT_valid <= 0;
        CNT <= 0;
        code_valid <= 0;
        HC <= 0;
        M <= 0;
    end
end
endmodule
==> impl_metrics.yaml <==
# implementation run metrics
outcome:
  status: "finished, final reports clean"
synth:
  edf_count: 85
  flop_cell: "dfrtp_1"
  synth.area.mux_share_pct: 2.39
  netlist_area_um2: 22700
  yosysTopAreaCell: "dfrtp_1"
  yosysCellCount: 2228
  top_cells_by_area: "dfrtp_1, edfxtp_1, and2_1, nand2_1, ha_1"
  most_common_cell: "dfrtp_1"
  ys_ff: 461
  ys_sh_aoi_pct: 9.54
  common_cells: "dfrtp_1, nand2_1, nor2_1, and2_1, clkbuf_1"
  yosys.area_share.simple_pct: 22.0
  synthCells: 2228
  yosys_warnings: 10
  ys_top_logic_family: "simple AND/OR/NAND/NOR gates"
  synth_cell_types: 72
  yosys.area.top_type_share_pct: 40.4
  synthXorXnorAreaFrac_pct: 5.52
  adder_share_pct: 4.70
  async_flop_share_pct: 81.6
  avgSynthCellArea_um2: 10.2
  ys_chip_area_um2: 22700
  ys_seq_share_pct: 52.8
worst_setup_path:
  worstPathArrival_ns: 4.42
  critPathMaxFanout: 10
  crit_type: "input pin to flip-flop"
  cp-start-kind: "input pin"
  critPathRequiredTime_ns: 7.49
  worstSetupEndpointType: "flip-flop"
  r2r_slack_ns: 3.17
placed_design:
  portBuffers: 341
  dp_hpwl_mm: 40.9
  dp.cells: 3217
  place_ws_ns: 2.48
  dpl-instance-area_um2: 26800
  gp_congestion: 0.896
finish:
  design_area_um2: 28500
  drive_gt1_share_pct: 6.47
  stdcell_count: 3315
  area_growth_pct: 25.8
final_timing:
  max_freq_mhz: 254
  hold_slack_ns: 0.468
  final-setup-viol-count: 0
  rsz0062_at_grt: "false"
  skew_ns: 0.0142
  fin_ws_ns: 3.06
  slew_violations: 0
  worstMarginPinSlew_ns: 0.830
  setup_tns_ns: 0
  post-route-min-period_ns: 3.94
  period_used_pct: 56.2
  maxSlewHeadroom_pct: 44.2
  final_hold_viol_count: 0
clocking:
  post_cts_buffers: 0
  cts.sinks: 461
  cts-resized-gates: 0
  cts_root_buffer: "clkbuf_16"
  path_clk_slew_ns: 0.06
  cts_buffer_depth: 3
  numCtsBuffers: 51
  h-tree-depth: 2
  cts_tree: "done"
  cts_hold_buf: 0
  insertion_delay_ns: 0.60
die:
  pin_count: 349
  die_y_um: 240
  initCoreUtil_pct: 40.9
  dieArea_um2: 57700
  placementRows: 86
  die-width_um: 240
  fp.coreArea_um2: 55500
global_route:
  grt_max_degree: 108
  grt-ovfl-total: 0
  globalRouteTotalUtil_pct: 21.0
  grt_pass1_wl_mm: 90.4
  antenna_found_initial: 1
  grt_pass1_vias: 16000
pwr:
  cellLeakagePower_nw: 12.6
  vdd_drop_max_mv: 0.166
  power_density_nw_per_um2: 235
run:
  warnings: 32
  maxCapViolCount: 0
route:
  wl_per_cell_um: 17.5
  vias: 17100
  drc: 0
  firstDrtPassIters: 7
  vias_per_cell: 5.16
  drt_wl_total_mm: 58.0
  drtIter0Drc: 1014
  ant_nets: 0
hold_path:
  hold_path.class: "flip-flop to flip-flop"
-- cell usage in the layout, fill, tap and decap left out, types with 33 or more instances in the layout --
cell type / synthesis / layout
xor2_1: 73 / 73
a21oi_1: 81 / 80
nand3_1: 64 / 64
clkbuf_16: 0 / 52
inv_1: 37 / 35
clkdlybuf4s50_1: 0 / 341
nand2_1: 264 / 264
o21ai_0: 92 / 92
edfxtp_1: 85 / 85
and2_1: 180 / 180
dfrtp_1: 366 / 365
ha_1: 74 / 74
mux2i_1: 35 / 35
nand4_1: 43 / 43
nor2_1: 194 / 193
nand2b_1: 33 / 33
xnor2_1: 70 / 70
nor3_1: 42 / 42
-- area by class of cell --
| class | instances | area, µm² |
|---|---|---|
| Fill cell | 4806 | 27000 |
| Antenna cell | 2 | 5.00 |
| Tap cell | 748 | 936 |
| Multi-Input combinational cell | 1601 | 10100 |
| Timing Repair Buffer | 370 | 3640 |
| Clock buffer | 66 | 1400 |
| Inverter | 37 | 143 |
| Clock inverter | 30 | 333 |
| Sequential cell | 461 | 12000 |
-- state kept, by name, indices dropped and copies added, names as in the netlist --
signal / flops
in_Aid: 36
id: 24
CNT: 48
cnt_100: 8
in_CNT: 48
code: 48
CNT_valid: 1
HC: 48
ptr: 48
in_CNT_temp: 48
in_Aid_all: 1
mask: 48
work_cnt: 3
M: 48
current_state: 4
-- critical path, stage by stage --
cell and delay [ns]:
clkdlybuf4s50_1 0.41, or4_1 0.67, o21ai_1 0.59, a211oi_1 0.29, nand2_1 0.34, o21a_1 0.34, mux2_2 0.37
-- routing by layer --
layer	global-route usage, %	vias to the layer above	wire [µm]
li1	-	8331	-
met1	31.7	8196	25400
met2	31.5	484	26300
met3	5.81	81	4840
met4	4.54	0	1450
met5	0	-	0
-- metrics by stage --
stage / power [mW] / util (%)
CTS: 6.79 / 51.4
global route: 7.03 / 51.4
detailed placement: 3.99 / 48.3
finish: 6.69 / 51.4
floorplan: 3.68 / -
global placement: 3.98 / 48.3
-- power by group --
part | internal [mW] | leakage, nW | switching (mW)
sequential | 2.93 | 5.83 | 0.157
clock | 1.64 | 0.860 | 1.11
combinational | 0.361 | 5.93 | 0.494
-- worst paths after layout --
check / end / cells past startpoint / start
worst max-delay path: id[1][1] / 7 / out_Aid_all[5]
worst min-delay path: mask[1][5] / 2 / mask[1][5]
worst max register to register: code[0][7] / 10 / ptr[0][3]
worst min register to register: mask[1][5] / 2 / mask[1][5]
max in group asynchronous: mask[5][6] / 4 / reset
min in group asynchronous: code[1][6] / 3 / reset
-- cell families after synthesis --
logic type | after synthesis
AND/OR/NAND/NOR | 981
flip-flops | 461
AND-OR/OR-AND | 337
buffers and inverters | 171
XOR/XNOR | 143
adder cells (fa/ha/maj) | 81
multiplexers | 52
other | 2
Power is estimated from default activity; no workload was simulated.
